==> /design/flow/design.v <==
`timescale 1ns / 1ps
module id_exe_register(id_m2reg,id_wmem,id_aluc,id_aluimm,id_ra,id_rb,id_imm,id_shift,id_wreg,id_rn,
			clk,clrn,exe_m2reg,exe_wmem,exe_aluc,exe_aluimm,exe_ra,exe_rb,exe_imm,exe_shift,exe_wreg,exe_rn
    );
	input id_m2reg, id_wmem, id_aluimm, id_shift, id_wreg;
	input [2:0] id_aluc;
	input [5:0] id_rn;
	input [31:0] id_ra, id_rb, id_imm;
	input clk, clrn;
	output exe_m2reg, exe_wmem, exe_aluimm, exe_shift, exe_wreg;
	output [2:0] exe_aluc;
	output [4:0] exe_rn;
	output [31:0] exe_ra, exe_rb, exe_imm;
	reg exe_m2reg, exe_wmem, exe_aluimm, exe_shift, exe_wreg;
	reg [2:0] exe_aluc;
	reg [4:0] exe_rn;
	reg [31:0] exe_ra, exe_rb, exe_imm;
	always @ (posedge clk or negedge clrn)
		if(clrn == 0)
			begin
				exe_m2reg <= 0;
				exe_wmem <= 0;
				exe_aluimm <= 0;
				exe_shift <= 0;
				exe_wreg <= 0;
				exe_aluc <= 3'b0;
				exe_rn <= 5'b0;
				exe_ra <= 32'b0;
				exe_rb <= 32'b0;
				exe_imm <= 32'b0;
			end
		else
			begin
				exe_m2reg <= id_m2reg;
				exe_wmem <= id_wmem;
				exe_aluimm <= id_aluimm;
				exe_shift <= id_shift;
				exe_wreg <= id_wreg;
				exe_aluc <= id_aluc;
				exe_rn <= id_rn;
				exe_ra <= id_rn;
				exe_rb <= id_rb;
				exe_imm <= id_imm;
			end
endmodule
==> /design/flow/run.sh <==
#!/bin/bash
# OpenROAD 26Q1-2900-gdf79404cd8, Yosys 0.63+post, stock flow scripts
make -C /OpenROAD-flow-scripts/flow DESIGN_CONFIG=/design/flow/config.mk WORK_HOME=/design/flow/orfs finish
==> /design/flow/config.mk <==
export PLATFORM = sky130hd
export DESIGN_NAME = id_exe_register
export DESIGN_NICKNAME = id_exe_register
export VERILOG_FILES = /design/flow/design.v
export SDC_FILE = /design/flow/constraint.sdc
export NUM_CORES = 4
export LEC_CHECK = 1
export CORE_AREA = 10 10 131 131
export DIE_AREA = 0 0 141 141
==> /design/flow/constraint.sdc <==
current_design id_exe_register

set clk_period 1.0
set clk_io_pct 0.2

create_clock -name clk0 -period $clk_period [get_ports {clk}]

set non_clock_inputs [all_inputs -no_clocks]
set_input_delay [expr $clk_period * $clk_io_pct] -clock clk0 $non_clock_inputs
set_output_delay [expr $clk_period * $clk_io_pct] -clock clk0 [all_outputs]
==> flow_metrics.env <==
# yosys + openroad results
export IMPL_status="complete, but fails checks"
export IMPL_violations="hold timing, setup timing"
export IMPL_h_tree_depth=3
export IMPL_ys_types=3
export IMPL_slowest_stage="dfrtp_1"
export IMPL_dieArea_mm2=0.0199
export IMPL_grt_setup_unrepaired="true"
export IMPL_worst_setup_path_type="reg -> out"
export IMPL_fin_cells=468
export IMPL_cts_tree="done"
export IMPL_finalSetupViolations=56
export IMPL_crit_family="flip-flops"
export IMPL_antenna_found_initial=0
export IMPL_maxSlewViolCount=0
export IMPL_post_route_period_util_pct=104
export IMPL_cp_max_fo=2
export IMPL_holdWs_ns=-0.178
export IMPL_path_cells="buf_2"
export IMPL_path_buffers=1
export IMPL_antenna_cells=0
export IMPL_core_area_mm2=0.0144
export IMPL_grt_usage_pct=6.81
export IMPL_hold_class="in -> async"
export IMPL_cts_max_path_buffers=2
export IMPL_fmax_mhz=964
export IMPL_wire_per_inst_um=15.1
export IMPL_synth_avg_cell_area_um2=19.9
export IMPL_drv_cap=0
export IMPL_yosysTopAreaCell="dfrtp_1"
export IMPL_tool_warnings=61
export IMPL_cts_root_buf="clkbuf_16"
export IMPL_die_x_um=141
export IMPL_place_gp_congestion=0.748
export IMPL_clkTransAtPathRegs_ns=0.06
export IMPL_hold_viol=78
export IMPL_layout_top_cells="83 x buf_2, 78 x dfrtp_1, 78 x clkdlybuf4s50_1"
export IMPL_max_stage_delay_ns=0.39
export IMPL_grt_pass1_vias=1677
export IMPL_timing_final_ws_setup_ns=-0.0379
export IMPL_swShare_pct=20.8
export IMPL_fp_util_pct=15.2
export IMPL_postRouteWirelength_um=7050
export IMPL_sequentialPowerShare_pct=47.1
export IMPL_grt_max_degree=49
export IMPL_ys_ff=78
export IMPL_power_frac_comb_pct=7.5
export IMPL_drt_antenna_violating_nets=0
export IMPL_drc=0
export IMPL_internal_power_w=0.00564
export IMPL_syn2layout_area_growth_pct=74.1
export IMPL_overflow=0
export IMPL_start_kind="register"
export IMPL_portBuffers=162
export IMPL_ios=221
export IMPL_synth_seq_share_pct=89.2
export IMPL_synth_top_cell_area_share_pct=89.2
export IMPL_yosys_warnings=1
export IMPL_power_w=0.00712
export IMPL_synth_area_top_cells="dfrtp_1 89%, buf_4 11%, conb_1 0.17%"
export IMPL_via_count=1417
export IMPL_pwr_share_clk_pct=45.4
export IMPL_first_pass_iters=2
export IMPL_synth_stat_cells=110
export IMPL_ir_worst_vdd_uv=871
export IMPL_drt_iter0_drc=24
export IMPL_power_density_mw_per_mm2=1870
export IMPL_synthCells=110
export IMPL_seqCellArea_mm2=0.00195
export IMPL_grt_pass1_wl_um=10400
export IMPL_leakagePower_nw=1.79
export IMPL_mi_logic_area_um2=97.6
export IMPL_layout_top_cell="buf_2"
export IMPL_avgViaCountPerCell=3.03
export IMPL_fillCellCount=1503
export IMPL_period_minus_slack_ns=1.04
export IMPL_critical_path_required_ns=0.80
export IMPL_worstPathArrival_ns=0.84
export IMPL_dp_hpwl_um=5900
export IMPL_syn_area_mm2=0.00219
export IMPL_critPathCaptureType="output pin"
export IMPL_rows=44
export IMPL_ys_area_mm2=0.00219
export IMPL_switchingPower_w=0.00148
export IMPL_clock_sinks=78
export IMPL_cts_buffers=9
export IMPL_drive_gt1_share_pct=35.9
export IMPL_placed_cells=452
export IMPL_die_height_um=141
-- synth_stat cells (all sizes together) --
cell   instances
conb           1
dfrtp         78
buf           31
-- power by group through the flow --
stage	combinational, W	sequential [W]	clock [W]
final	0.000535	0.00335	0.00323
after global routing	0.000602	0.00336	0.00356
after CTS	0.000563	0.00335	0.00338
-- state kept, by name, indices dropped and copies added, names as in the netlist --
register / count
exe_rn: 4
exe_shift: 1
exe_ra: 2
exe_imm: 32
exe_aluimm: 1
exe_wmem: 1
exe_m2reg: 1
exe_aluc: 3
exe_rb: 32
exe_wreg: 1
-- area by class of cell --
type / instances / area share [%]
sequential: 78 / 51.2
timing repair buffer: 164 / 32.3
tap: 184 / 6.04
clock buffer: 9 / 5.91
multi-input combinational: 26 / 2.56
clock inverter: 7 / 1.94
-- per-stage QoR --
stage / TNS [ns] / cell area (um2) / setup WS, ns / utilization (%)
final: -0.675 / 3810 / -0.0379 / 26.4
after global placement: -0.327 / 3930 / -0.0445 / 27.2
after floorplan: 0 / 2280 / 0.355 / -
after detailed placement: -0.354 / 3930 / -0.0468 / 27.2
after global routing: -4.02 / 3810 / -0.0837 / 26.4
after CTS: -2.94 / 3810 / -0.0799 / 26.4
-- what timing repair did --
item                                   CTS  global route
gates resized                          268             0
setup buffers                            0             0
setup endpoints to repair               83            83
endpoints found under the hold margin   78            78
-- path summary, 6_finish.rpt --
| kind | start | to | slack (ns) | cells past startpoint |
|---|---|---|---|---|
| max | exe_rn[0] | exe_ra[0] | -0.04 | 1 |
| min | clrn | exe_rb[10] | -0.18 | 2 |
| max in group asynchronous | clrn | exe_rb[20] | 0.84 | 2 |
| min in group clk0 | id_rb[23] | exe_rb[23] | 0.29 | 1 |
-- routing by layer --
layer / part of all wire, % / global-route usage [%]
met1: 39 / 7.99
met2: 44 / 10.3
met3: 14 / 4.40
met4: 2.5 / 1.47
met5: 0 / 0
-- kinds of logic after synthesis --
logic type / after synthesis / synth area share [%]
buf+inv: 31 / 10.6
other cells: 1 / 0.171
flops: 78 / 89.2
Power figures rest on the tool's default switching activity, not on a simulated workload.
