--- config.mk ---
export PLATFORM = sky130hd
export DESIGN_NAME = exe_mem_register
export DESIGN_NICKNAME = exe_mem_register
export VERILOG_FILES = /design/flow/design.v
export SDC_FILE = /design/flow/constraint.sdc
export NUM_CORES = 4
export LEC_CHECK = 1
export CORE_UTILIZATION = 50
--- constraint.sdc ---
current_design exe_mem_register

set clk_period 1.0
set clk_io_pct 0.2

create_clock -name clk0 -period $clk_period [get_ports {clk}]

set non_clock_inputs [all_inputs -no_clocks]
set_input_delay [expr $clk_period * $clk_io_pct] -clock clk0 $non_clock_inputs
set_output_delay [expr $clk_period * $clk_io_pct] -clock clk0 [all_outputs]
--- design.v ---
`timescale 1ns / 1ps
module exe_mem_register(exe_Alu_Result, exe_rb, exe_wmem, exe_m2reg, exe_wreg, exe_rn,
			clk, clrn, mem_Alu_Result, mem_rb, mem_wmem, mem_m2reg, mem_wreg, mem_rn
    );
	input [31:0] exe_Alu_Result, exe_rb;
	input exe_wmem, exe_m2reg, exe_wreg, clk, clrn;
	input [4:0] exe_rn;
	output [31:0] mem_Alu_Result, mem_rb;
	output mem_wmem, mem_m2reg, mem_wreg;
	output [4:0] mem_rn;
	reg [31:0] mem_Alu_Result, mem_rb;
	reg mem_wmem, mem_m2reg, mem_wreg;
	reg [4:0] mem_rn;
	always @ (posedge clk or negedge clrn)
		if(clrn == 0)
			begin
				mem_Alu_Result <= 32'b0;
				mem_rb <= 32'b0;
				mem_wmem <= 0;
				mem_wreg <= 0;
				mem_m2reg <= 0;
				mem_rn <= 5'b0;
			end
		else
			begin
				mem_Alu_Result <= exe_Alu_Result;
				mem_rb <= exe_rb;
				mem_wmem <= exe_wmem;
				mem_wreg <= exe_wreg;
				mem_m2reg <= exe_m2reg;
				mem_rn <= exe_rn;
			end
endmodule
--- run.sh ---
#!/bin/bash
# OpenROAD 26Q1-2900-gdf79404cd8, Yosys 0.63+post, stock flow scripts
make -C /OpenROAD-flow-scripts/flow DESIGN_CONFIG=/design/flow/config.mk WORK_HOME=/design/flow/orfs finish
==> results.txt <==
Observations from the implementation run.

Floorplanning:
- The run puts the floorplan die height at ~62 um.
- The run gives the starting utilization of the core area as 0.532.
- The run gives the number of rows created at floorplan as 21.
- Measured along the x axis, the die boundary spans approximately 62 um.
- The run puts the number of top-level pins at 146.

Yosys:
- The run gives the cell count after synthesis as 72.
- Per the synth log, the flip-flop and latch total comes to about 72.
- The cell area that synthesis handed to floorplanning was 0.00180 mm^2.
- Post-synthesis, Yosys gives the total cell area as 0.00180 mm^2.
- The share of the Yosys chip area taken by registers is 1.00.
- The run puts the number of cells in Yosys stat at 72.
- The run gives the average instance area after synthesis as between 20 and 30 um^2.
- Counting distinct cell types in the post-synthesis netlist gives 1.
- The run gives the number of synthesis warnings as 1.

Placement:
- The run puts the number of buffers inserted by port buffering at about 150.
- Per the gpl log, the routability congestion estimate is 0.746.

Run status:
- The flow halted during 3_5_place_dp.
- The flow did not finish.
- The tool reported: "[ERROR DPL-0036] Detailed placement failed".
==> synth_stat cells <==
cell type | instances | area share
dfrtp_1 | 72 | 1.0
==> kinds of logic after synthesis <==
group       Yosys count  synth area share
flip-flops           72              1.00
==> per-stage QoR <==
stage / hold slack, ps / power, mW / instance area [um^2] / std cells / setup WS, ps
floorplan: -95.6 / 3.11 / 1800 / 72 / 488
global placement: 214 / 3.76 / 3350 / 265 / 9.99
Power figures rest on the tool's default switching activity, not on a simulated workload.
